## design/flow/run.sh

```bash
#!/bin/bash
# OpenROAD 26Q1-2900-gdf79404cd8, Yosys 0.63+post, stock flow scripts
make -C /OpenROAD-flow-scripts/flow DESIGN_CONFIG=/design/flow/config.mk WORK_HOME=/design/flow/orfs finish
```

## design/flow/config.mk

```make
export PLATFORM = sky130hd
export DESIGN_NAME = core_region_demux
export DESIGN_NICKNAME = core_region_demux
export VERILOG_FILES = /design/flow/design.v
export SDC_FILE = /design/flow/constraint.sdc
export NUM_CORES = 4
export LEC_CHECK = 1
export CORE_AREA = 10 10 128 128
export DIE_AREA = 0 0 138 138
```

## design/flow/constraint.sdc

```tcl
current_design core_region_demux

set clk_period 3.1
set clk_io_pct 0.2

create_clock -name clk0 -period $clk_period [get_ports {clk}]

set non_clock_inputs [all_inputs -no_clocks]
set_input_delay [expr $clk_period * $clk_io_pct] -clock clk0 $non_clock_inputs
set_output_delay [expr $clk_period * $clk_io_pct] -clock clk0 [all_outputs]
```

## design/flow/design.v

```verilog
module core_region_demux #(
    parameter                              ADDR_WIDTH       = 32,
    parameter                              DATA_WIDTH       = 32,
    parameter                              RAM_SIZE         = 32768
) (
    input                               core_axi_gnt,
    input          [DATA_WIDTH-1:0]     core_axi_rdata,
    input                               core_axi_rvalid,
    output         [ADDR_WIDTH-1:0]     core_axi_addr,
    output         [DATA_WIDTH/8-1:0]   core_axi_be,
    output                              core_axi_req,
    output         [DATA_WIDTH-1:0]     core_axi_wdata,
    output                              core_axi_we,
    input                               core_data_gnt,
    input          [DATA_WIDTH-1:0]     core_data_rdata,
    input                               core_data_rvalid,
    output         [ADDR_WIDTH-1:0]     core_data_addr,
    output         [DATA_WIDTH/8-1:0]   core_data_be,
    output                              core_data_req,
    output         [DATA_WIDTH-1:0]     core_data_wdata,
    output                              core_data_we,
    input          [ADDR_WIDTH-1:0]     core_lsu_addr,
    input          [DATA_WIDTH/8-1:0]   core_lsu_be,
    input                               core_lsu_req,
    input          [DATA_WIDTH-1:0]     core_lsu_wdata,
    input                               core_lsu_we,
    output logic                        core_lsu_gnt,
    output         [DATA_WIDTH-1:0]     core_lsu_rdata,
    output                              core_lsu_rvalid,
    input                               clk,
    input                               rst_n
);
  logic  is_axi_addr;
  enum logic [0:0] { AXI, RAM } lsu_resp_CS, lsu_resp_NS;
  assign is_axi_addr     = (core_lsu_addr[31:20] != 12'h001);
  assign core_data_req   = (~is_axi_addr) & core_lsu_req;
  assign core_axi_req    =   is_axi_addr  & core_lsu_req;
  assign core_data_addr  = core_lsu_addr;
  assign core_data_we    = core_lsu_we;
  assign core_data_be    = core_lsu_be;
  assign core_data_wdata = core_lsu_wdata;
  assign core_axi_addr   = core_lsu_addr;
  assign core_axi_we     = core_lsu_we;
  assign core_axi_be     = core_lsu_be;
  assign core_axi_wdata  = core_lsu_wdata;
  always_ff @(posedge clk, negedge rst_n)
  begin
    if (rst_n == 1'b0)
      lsu_resp_CS <= RAM;
    else
      lsu_resp_CS <= lsu_resp_NS;
  end
  always_comb
  begin
    lsu_resp_NS = lsu_resp_CS;
    core_lsu_gnt = 1'b0;
    if (core_axi_req)
    begin
      core_lsu_gnt = core_axi_gnt;
      lsu_resp_NS = AXI;
    end
    else if (core_data_req)
    begin
      core_lsu_gnt = core_data_gnt;
      lsu_resp_NS = RAM;
    end
  end
  assign core_lsu_rdata  = (lsu_resp_CS == AXI) ? core_axi_rdata : core_data_rdata;
  assign core_lsu_rvalid = core_axi_rvalid | core_data_rvalid;
endmodule
```

==> impl_metrics.env <==
# yosys + openroad results
export IMPL_vias_in_the_first_global_route=1194
export IMPL_synth_xor_xnor_area_share=0
export IMPL_power_per_cell_area_mw_per_mm2=101.8
export IMPL_largest_register_ff_count=1
export IMPL_insertedDiodeCount=0
export IMPL_post_cts_setup_buffer_count=0
export IMPL_finalInstanceArea_mm2=0.002167
export IMPL_layout_area_overhead_vs_synth_pct=38.56
export IMPL_critPathLaunch="core_lsu_addr[21]"
export IMPL_via_per_inst=2.959
export IMPL_chip_area_mm2=0.01904
export IMPL_post_synth_ao_oa_area_fraction=0
export IMPL_power_leakage_nw=0.7525
export IMPL_flop_cell="dfstp_2"
export IMPL_post_route_min_period_ns=2.945
export IMPL_yosys_area_share_adder=0
export IMPL_num_rows=43
export IMPL_drtAntennaViolNets=0
export IMPL_worstPathBufferInverterCount=3
export IMPL_combGateArea_um2=471.7
export IMPL_mux_share=0.2464
export IMPL_enable_flop_cells=0
export IMPL_io_pins=314
export IMPL_slowest_stage_delay_on_critical_path_ns=0.49
export IMPL_top_cells_by_area_in_the_synthesized_netlist="buf_4, mux2_2, buf_6"
export IMPL_worst_r2r_startpoint="lsu_resp_CS"
export IMPL_grt_setup_unrepaired="no"
export IMPL_power_ir_vdd_worst_mv=0.03738
export IMPL_die_height_um=138
export IMPL_cts_clk_slew_worst_paths_ns=0
export IMPL_wl_met1_mm=2.383
export IMPL_yosys_area_mm2=0.001564
export IMPL_floorplan_die_width_um=138
export IMPL_drc=0
export IMPL_io_buffers=142
export IMPL_ctsHoldBuffers=0
export IMPL_vias=1089
export IMPL_source_to_sink_clock_delay_at_the_later_pin_of_the_worst_skew_pair_ns=0
export IMPL_crit_path_kind="in -> out"
export IMPL_asyncSetResetFlopFracSynth=1.000
export IMPL_synth_cellmix_simpleShare=0.04960
export IMPL_drive_gt1_frac=0.2181
export IMPL_ys_top_cells_by_count="buf_4, mux2_2, buf_6, nand2_1, nor4_2"
export IMPL_avgSynthCellArea_um2=8.409
export IMPL_worst_slew_pin_slew_ns=0.4239
export IMPL_wire_per_inst_um=15.02
export IMPL_place_gp_congestion=0.8381
export IMPL_timing_max_slew_rel_slack=0.7174
export IMPL_drv_slew=0
export IMPL_footprint_of_the_flip_flops_and_latches_um2=26.28
export IMPL_met2RoutedLength_mm=1.947
export IMPL_report_final_setup_viol=0
export IMPL_netlist_area_mm2=0.001564
export IMPL_max_clock_freq_ghz=0.3396
export IMPL_layout_top_registers="lsu_resp_CS (1)"
export IMPL_synth_cells_yosys=186
export IMPL_dp_hpwl_mm=4.947
export IMPL_synthDominantCellAreaShare=0.6624
export IMPL_worstPathCellList="clkdlybuf4s50_1, nor4b_4, buf_4, and3_4, mux2i_1, clkdlybuf4s50_1"
export IMPL_warning_count=28
export IMPL_most_common_cell="buf_4"
export IMPL_registers_top_by_ff_count="lsu_resp_CS"
export IMPL_cp_common_cell="clkdlybuf4s50_1"
export IMPL_wire_length_of_the_first_global_routing_pass_mm=7.907
export IMPL_status="complete, no violations"
export IMPL_fillCellCount=1552
export IMPL_yosys_dominant_comb_family="buffers and inverters"
export IMPL_placed_cell_area_mm2=0.002151
export IMPL_overflow=0
export IMPL_setup_total_negative_slack_ns=0
export IMPL_critical_path_slowest_cell="clkdlybuf4s50_1"
export IMPL_cts_resized_gates=0
export IMPL_end_kind="primary output"
export IMPL_worst_hold_path_type="reg -> reg"
export IMPL_finalHoldViolCount=0
export IMPL_synth_seq_area_share=0.01680
export IMPL_post_route_fraction_of_the_period_consumed_by_the_critical_path=0.9499
export IMPL_synth_flops=1
export IMPL_firstDrtPassIters=3
export IMPL_wl_met3_mm=1.055
export IMPL_maxCapViolCount=0
export IMPL_synth_warning_count=1
export IMPL_hold_slack_ns=0.6291
export IMPL_synth_cells=186
export IMPL_first_iter_violations=16
export IMPL_grt_start_max_net_pins=33
export IMPL_route_top_layer_used="met4"
export IMPL_crit_family="buffers and inverters"
export IMPL_finalClockSkew_ns=0
export IMPL_grt_antenna_before_repair=0
export IMPL_timing_critical_path_arrival_ns=2.32
export IMPL_total_wirelength_of_the_detailed_routed_design_mm=5.526
export IMPL_yosysTopAreaCell="buf_4"
export IMPL_critPathMaxFanout=4
export IMPL_initial_utilization=0.1136
export IMPL_worst_ep_required_time_ns=2.48
export IMPL_post_synthesis_cell_type_count=14
export IMPL_cp_start_kind="input pin"
export IMPL_hp_start="lsu_resp_CS"
export IMPL_core_mm2=0.01377
export IMPL_total_global_route_track_usage=0.05166
==> cell usage in the layout (no fill, tap or decap), drive strengths merged <==
| master | n |
|---|---|
| nand2 | 2 |
| or2 | 1 |
| nor2b | 1 |
| dlymetal6s2s | 3 |
| and2 | 1 |
| clkdlybuf4s50 | 139 |
| dfstp | 1 |
| mux2 | 33 |
| buf | 2 |
| nor4 | 2 |
| mux2i | 1 |
| nor4b | 1 |
| and3 | 1 |
==> stage by stage <==
stage               std cells  setup slack (ns)  total power [mW]  utilization
floorplan                 186             1.271            0.1372            -
global placement          368           0.08265            0.2231       0.1562
detailed placement        368           0.07576            0.2228       0.1562
CTS                       368           0.07431            0.2244       0.1562
global route              368           0.01199            0.2364       0.1573
finish                    368            0.1552            0.2206       0.1573
==> path summary, 6_finish.rpt <==
kind | slack, ns | cells past startpoint | to
min in group asynchronous | 0.94 | 1 | lsu_resp_CS
worst min register to register | 0.63 | 1 | lsu_resp_CS
max in group asynchronous | 2.14 | 1 | lsu_resp_CS
worst max-delay path | 0.16 | 6 | core_lsu_gnt
worst min-delay path | 0.63 | 1 | lsu_resp_CS
worst max register to register | 2.39 | 1 | lsu_resp_CS
==> cells by family (layout without fill, tap and decap cells) <==
kind of cell	Yosys count	in the layout
flip-flops	1	1
buffers and inverters	142	144
multiplexers	34	34
AND/OR/NAND/NOR	9	9
==> layer usage <==
layer  up-vias  track usage
li1        464            -
met1       438      0.06509
met2       176      0.06300
met3        11      0.04410
met4         0      0.01387
met5         -            0
==> cell type report <==
cell class / count / share of cell area
Multi-Input combinational cell: 43 / 0.2177
Sequential cell: 1 / 0.01212
Tap cell: 180 / 0.1039
Timing Repair Buffer: 144 / 0.6663
==> where the power goes <==
part           switching [mW]  total [mW]  internal (mW)
Sequential         0.00000297      0.0133         0.0133
Clock                       0           0              0
Combinational          0.0371       0.207          0.170
Total                  0.0372       0.221          0.183
Power and IR drop assume default switching activity.
