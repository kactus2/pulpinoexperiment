**design.v**
```verilog
module spi_master_fsm #(
    parameter                              BUFFER_DEPTH     = 10,
    parameter                              LOG_BUFFER_DEPTH = $clog2(BUFFER_DEPTH)
) (
    input          [LOG_BUFFER_DEPTH:0]       cnt_rx,
    input          [LOG_BUFFER_DEPTH:0]       cnt_tx,
    input          [LOG_BUFFER_DEPTH:0]       elements_rx,
    input          [LOG_BUFFER_DEPTH:0]       elements_tx,
    input                               HCLK,
    input                               HRESETn,
    input                               int_cnt_en,
    input                               int_en,
    input                               int_rd_sta,
    input                               spi_ctrl_data_rx_ready,
    input                               spi_ctrl_data_rx_valid,
    input                               spi_ctrl_data_tx_ready,
    input                               spi_ctrl_data_tx_valid,
    input          [6:0]                spi_ctrl_status,
    input          [LOG_BUFFER_DEPTH:0]       th_rx,
    input          [LOG_BUFFER_DEPTH:0]       th_tx,
    output                              events_o,
    output         [31:0]               spi_status
);
    logic [LOG_BUFFER_DEPTH:0] r_counter_tx;
    logic [LOG_BUFFER_DEPTH:0] r_counter_rx;
    logic                      s_rise_int_tx;
    logic                      s_rise_int_rx;
    logic                      s_int_tx;
    logic                      s_int_rx;
    enum logic [1:0] { INT_RX_ACTIVE, GEN_INT_RX, INT_RX_INACTIVE } r_state_rx,s_state_rx_next;
    enum logic [1:0] { INT_TX_ACTIVE, GEN_INT_TX, INT_TX_INACTIVE } r_state_tx,s_state_tx_next;
    localparam FILL_BITS = 7-LOG_BUFFER_DEPTH;
    assign s_rise_int_tx = (elements_tx <= th_tx);
    assign s_rise_int_rx = (elements_rx >= th_rx);
    assign spi_status = {{FILL_BITS{1'b0}},elements_tx,{FILL_BITS{1'b0}},elements_rx,9'h0,spi_ctrl_status};
    assign events_o = s_int_tx | s_int_rx;
    always_ff @(posedge HCLK, negedge HRESETn)
    begin
        if(~HRESETn)
        begin
            r_state_tx <= INT_TX_ACTIVE;
            r_state_rx <= INT_RX_ACTIVE;
        end
        else
        begin
            r_state_tx <= s_state_tx_next;
            r_state_rx <= s_state_rx_next;
        end
    end
    always_ff @(posedge HCLK, negedge HRESETn)
    begin
        if(~HRESETn)
        begin
            r_counter_tx <= 'h0;
            r_counter_rx <= 'h0;
        end
        else
        begin
            if (int_cnt_en)
            begin
                if (spi_ctrl_data_tx_valid && spi_ctrl_data_tx_ready)
                begin
                    if (r_counter_tx == cnt_tx-1)
                        r_counter_tx <= 'h0;
                    else
                        r_counter_tx <= r_counter_tx + 1;
                end
                if (spi_ctrl_data_rx_valid && spi_ctrl_data_rx_ready)
                begin
                    if (r_counter_rx == cnt_rx-1)
                        r_counter_rx <= 'h0;
                    else
                        r_counter_rx <= r_counter_rx + 1;
                end
            end
            else
            begin
                r_counter_tx <= 'h0;
                r_counter_rx <= 'h0;
            end
        end
    end
    always_comb
    begin
        s_state_tx_next = r_state_tx;
        s_int_tx        = 1'b0;
        case(r_state_tx)
        INT_TX_ACTIVE:
        begin
            if (s_rise_int_tx && int_en)
                s_state_tx_next = GEN_INT_TX;
        end
        GEN_INT_TX:
        begin
            s_int_tx = 1'b1;
            s_state_tx_next = INT_TX_INACTIVE;
        end
        INT_TX_INACTIVE:
        begin
            if (int_cnt_en)
            begin
                if ((spi_ctrl_data_tx_valid && spi_ctrl_data_tx_ready) && (r_counter_tx == cnt_tx-1))
                    s_state_tx_next = INT_TX_ACTIVE;
            end
            else
            begin
                if (int_rd_sta)
                    s_state_tx_next = INT_TX_ACTIVE;
            end
        end
        default :
        begin
            s_state_tx_next = r_state_tx;
            s_int_tx        = 1'b0;
        end
        endcase
    end
    always_comb
    begin
        s_state_rx_next = r_state_rx;
        s_int_rx        = 1'b0;
        case(r_state_rx)
        INT_RX_ACTIVE:
        begin
            if (s_rise_int_rx && int_en)
                s_state_rx_next = GEN_INT_RX;
        end
        GEN_INT_RX:
        begin
            s_int_rx = 1'b1;
            s_state_rx_next = INT_RX_INACTIVE;
        end
        INT_RX_INACTIVE:
        begin
            if (int_cnt_en)
            begin
                if ((spi_ctrl_data_rx_valid && spi_ctrl_data_rx_ready) && (r_counter_rx == cnt_rx-1))
                    s_state_rx_next = INT_RX_ACTIVE;
            end
            else
            begin
              if (int_rd_sta)
                  s_state_rx_next = INT_RX_ACTIVE;
            end
        end
        endcase
    end
endmodule
```
**run.sh**
```bash
#!/bin/bash
# OpenROAD 26Q1-2900-gdf79404cd8, Yosys 0.63+post, stock flow scripts
make -C /OpenROAD-flow-scripts/flow DESIGN_CONFIG=/design/flow/config.mk WORK_HOME=/design/flow/orfs finish
```
**config.mk**
```make
export PLATFORM = sky130hd
export DESIGN_NAME = spi_master_fsm
export DESIGN_NICKNAME = spi_master_fsm
export VERILOG_FILES = /design/flow/design.v
export SDC_FILE = /design/flow/constraint.sdc
export NUM_CORES = 4
export LEC_CHECK = 1
export CORE_AREA = 10 10 113 113
export DIE_AREA = 0 0 123 123
```
**constraint.sdc**
```tcl
current_design spi_master_fsm

set clk_period 2.2
set clk_io_pct 0.2

create_clock -name clk0 -period $clk_period [get_ports {HCLK}]

set non_clock_inputs [all_inputs -no_clocks]
set_input_delay [expr $clk_period * $clk_io_pct] -clock clk0 $non_clock_inputs
set_output_delay [expr $clk_period * $clk_io_pct] -clock clk0 [all_outputs]
```
==> results.json <==
{
  "status": "finished, final reports clean",
  "grt_max_degree": 17,
  "clockRootBuffer": "clkbuf_8",
  "area_delta_synth_final_pct": 41.3,
  "gr-usage-met3_pct": 1.20,
  "edf_count": 0,
  "ant_nets": 0,
  "antenna_found_initial": 0,
  "leakagePower_nw": 0.979,
  "worstHoldPathType": "reg -> reg",
  "synthDistinctLibCells": 43,
  "min_from": "r_state_tx[2]",
  "design.core.area_sq_mm": 0.0103,
  "combPwrFrac_pct": 32.4,
  "viasPerCell": 3.50,
  "synthArstFlopShare_pct": 100,
  "antenna_cells": 0,
  "max_freq_ghz": 0.473,
  "power_uw": 826,
  "finalSetupViolations": 0,
  "synth.logic.top_family": "simple AND/OR/NAND/NOR gates",
  "met1_usage_pct": 6.03,
  "drive_gt1_share_pct": 16.3,
  "critical_path_class": "in -> reg",
  "avgSynthCellArea_sq_um": 8.51,
  "syn_inst": 185,
  "switching_share_pct": 26.0,
  "synth_area_sq_mm": 0.00157,
  "maxCapViolCount": 0,
  "ys_sh_adder_pct": 11.1,
  "peakVddDrop_v": 0.000138,
  "ys_sh_xor_pct": 7.23,
  "pwr_density_cell_mw_per_mm2": 371,
  "rsz0062_at_grt": "false",
  "tns_ns": 0,
  "period_used_pct": 96.0,
  "numPortBuffers": 49,
  "period_needed_ns": 2.11,
  "grt_overflow": 0,
  "seqPwrFrac_pct": 42.0,
  "tightestPinTransition_ns": 0.616,
  "grt_use_met2_pct": 8.07,
  "utilization_pct": 21.5,
  "fp.dieH_microns": 123,
  "grt_usage_pct": 4.75,
  "cp-startpoint": "cnt_tx[0]",
  "num_vias": 1291,
  "p_switching_uw": 214,
  "clock_latency_ns": 0.24,
  "grt_pass1_wl_microns": 6050,
  "die-area_sq_mm": 0.0151,
  "clk_pin_slew_worst_paths_ns": 0.06,
  "gp_congestion": 0.782,
  "p_int_uw": 612,
  "ys_warn_count": 1,
  "hpwl_microns": 3210,
  "clock_power_share_pct": 25.6,
  "tool_warnings": 25,
  "cts_tree": "built",
  "holdWs_ns": 0.475,
  "pin_count": 79,
  "ys_cells": 185,
  "required_ns": 2.33,
  "clock_sinks": 16,
  "die_w_microns": 123,
  "drt_pass1_iterations": 4,
  "wl_per_cell_microns": 10.1,
  "ys_seq_share_pct": 25.6,
  "drc_errors": 0,
  "num_rows": 37,
  "grt_pass1_vias": 1375,
  "hold_viol": 0,
  "end_kind": "flop",
  "finalMaxSlewViolations": 0,
  "yosysChipArea_sq_mm": 0.00157,
  "flop_cell": "dfrtp_1",
  "ys_sh_simple_pct": 20.6,
  "fin_area_sq_mm": 0.00222,
  "numCtsBuffers": 3,
  "aoi_share_pct": 14.9,
  "place_area_sq_mm": 0.00215,
  "r2r-start": "r_counter_rx[4]",
  "skew_ns": 0.000693,
  "hold_buffers": 0,
  "grt_busiest_layer": "met2",
  "routed_wirelength_microns": 3730,
  "cp_max_fo": 2,
  "htreeDepth": 1,
  "ys_sh_mux_pct": 0,
  "cts_buffer_depth": 2,
  "maxSlewHeadroom_pct": 58.6,
  "synth-seq-cells": 16,
  "critPathLaunchType": "primary input",
  "drt_iter0_drc": 24,
  "cp.arrival_ns": 2.24,
  "fp_util_pct": 15.2
}
synthesized netlist by cell type (all sizes together), types with 4 or more instances:
| cell | n | area, sq um |
|---|---|---|
| and3 | 4 | 25.0 |
| inv | 19 | 71.3 |
| o22ai | 4 | 25.0 |
| a21oi | 4 | 20.0 |
| nor3b | 4 | 30.0 |
| buf | 33 | 245 |
| nand3 | 7 | 35.0 |
| nand2 | 12 | 45.0 |
| nor3 | 5 | 25.0 |
| dfrtp | 14 | 350 |
| o21ai | 12 | 60.1 |
| xnor2 | 8 | 70.1 |
| ha | 14 | 175 |
| xor2 | 5 | 43.8 |
repair_timing:
| action | in CTS | in global routing |
|---|---|---|
| pin swaps | 11 | 6 |
| setup buffers | 2 | 1 |
| resized | 24 | 5 |
| endpoints found under the setup margin | 11 | 6 |
flip-flops by register name (all words and copies together) (netlist names):
| signal | cells |
|---|---|
| r_counter_rx | 5 |
| r_state_rx | 3 |
| r_state_tx | 3 |
| r_counter_tx | 5 |
worst paths after layout:
path | end | slack [ns] | depth (start not counted)
max | r_state_tx[1] | 0.09 | 8
min | r_state_tx[1] | 0.48 | 1
max reg2reg | r_counter_rx[2] | 0.13 | 6
min reg2reg | r_state_tx[1] | 0.48 | 1
max in group asynchronous | r_state_tx[0] | 1.44 | 2
min in group asynchronous | r_counter_rx[2] | 0.51 | 2
stage by stage:
stage,std cells,worst slack (ns)
finish,369,0.0880
floorplan,199,0.0206
global route,369,0.00327
CTS,368,0.00811
global placement,363,-0.494
detailed placement,363,-0.522
placed cells by master, fill, tap and decap left out, types with 2 or more instances in the layout:
master and instances:
clkdlybuf4s50_1 40, inv_1 17, buf_4 16, conb_1 15, dfrtp_1 14, o21ai_0 12
nand2_1 12, ha_1 12, xnor2_1 8, nand3_1 7, nor3_1 5, xor2_1 5
a21oi_1 4, o22ai_1 4, and3_1 4, dlygate4sd2_1 4, nor2_1 3, nor3b_1 3
clkbuf_8 3, inv_2 2, nand2b_1 2, and2_1 2, nor2b_1 2, a2111oi_4 2
a21o_1 2, nor4b_1 2, or4_1 2, o211ai_1 2, ha_2 2, buf_2 2
clkbuf_2 2, dfstp_2 2
worst max-delay path, stage by stage:
cell and delay, ns:
clkbuf_2 0.09, inv_1 0.05, ha_2 0.16, or3b_4 0.37
or3_4 0.39, a2111oi_4 0.38, a31oi_1 0.15, a21o_1 0.20
cells by family after synthesis:
kind of cell,Yosys count
compound gates,33
xor+xnor,13
fa+ha+maj,14
buf+inv,53
flops,16
other cells,1
simple gates,55
final cells by class:
type                            instances  area [sq um]
Clock buffer                            3          41.3
Inverter                               19          71.3
Timing Repair Buffer                   65           588
Tap cell                              136           170
Sequential cell                        16           403
Multi-Input combinational cell        130           951
Fill cell                            1091          8100
power groups by stage:
stage         Combinational, mW  Sequential [mW]  Clock [mW]
global route              0.304            0.352       0.230
finish                    0.268            0.347       0.211
CTS                       0.272            0.347       0.220
routing by layer:
metal / part of all wire (%) / vias to the layer above
met4: 0 / 0
met1: 45 / 562
li1: - / 690
met2: 48 / 39
met5: 0 / -
met3: 6.9 / 0
No activity file was given, so power comes from the tool's default toggle rates.
