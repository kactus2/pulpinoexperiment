$ cat flow/run.sh
#!/bin/bash
# OpenROAD 26Q1-2900-gdf79404cd8, Yosys 0.63+post, stock flow scripts
make -C /OpenROAD-flow-scripts/flow DESIGN_CONFIG=/design/flow/config.mk WORK_HOME=/design/flow/orfs finish
$ cat flow/config.mk
export PLATFORM = sky130hd
export DESIGN_NAME = instr_ram_demux
export DESIGN_NICKNAME = instr_ram_demux
export VERILOG_FILES = /design/flow/design.v
export SDC_FILE = /design/flow/constraint.sdc
export NUM_CORES = 4
export LEC_CHECK = 1
export CORE_AREA = 10 10 88 88
export DIE_AREA = 0 0 98 98
$ cat flow/constraint.sdc
current_design instr_ram_demux

set clk_period 2.5
set clk_io_pct 0.2

create_clock -name clk0 -period $clk_period [get_ports {clk}]

set non_clock_inputs [all_inputs -no_clocks]
set_input_delay [expr $clk_period * $clk_io_pct] -clock clk0 $non_clock_inputs
set_output_delay [expr $clk_period * $clk_io_pct] -clock clk0 [all_outputs]
$ cat flow/design.v
module instr_ram_demux #(
    parameter                              RAM_SIZE         = 32768,
	parameter                              ADDR_WIDTH       = $clog2(RAM_SIZE),
    parameter                              ROM_ADDR_WIDTH   = 12
) (
    input  logic   [31:0]               rdata_boot,
    output                              enable_boot,
    input  logic   [15:0]               addr_i,
    input  logic   [3:0]                be_i,
    input                               en_i,
    input  logic   [31:0]               wdata_i,
    input  logic                        we_i,
    output logic   [31:0]               rdata_o,
    input  logic   [31:0]               rdata_ram,
    output logic   [3:0]                be_out,
    output                              enable_ram,
    output logic   [31:0]               wdata_out,
    output logic                        we_out,
    output logic   [15:0]               addr_out,
    input  logic                        clk,
    input  logic                        rst_n
);
  logic is_boot, is_boot_q;
  assign is_boot = (addr_i[ADDR_WIDTH-1] == 1'b1);
  assign rdata_o = (is_boot_q == 1'b1) ? rdata_boot : rdata_ram;
  assign be_out = be_i;
  assign we_out = we_i;
  assign wdata_out = wdata_i;
  always_ff @(posedge clk, negedge rst_n)
  begin
    if (rst_n == 1'b0)
      is_boot_q <= 1'b0;
    else
      is_boot_q <= is_boot;
  end
  assign addr_out = addr_i;
  assign enable_boot = en_i & is_boot;
  assign enable_ram = en_i & ~is_boot;
endmodule
==> run_results.csv <==
group,metric,value,unit
drt,wl,3.597,mm
final_layout,top_register,"is_boot_q",
final_layout,layout-area-overhead-vs-synth,68.07,%
sta,unrepaired_setup_endpoints_after_global_routing,"no",
drt,ant_nets,0,
placed_design,port-buffer-count,102,
global_routing,grt_pass1_wl,5.299,mm
pwr,power_report.internal_total,237.5,uW
pwr,maximum_resistive_drop_on_vdd,65.34,uV
drt,via_count,756,
floorplan,initial_utilization,16.55,%
floorplan,placement_rows,28,
placed_design,place.detailed.instances,213,
synthesis,avgSynthCellArea,10.65,um^2
drt,drt_drc_violations_left,0,
sta,timing.final.crit_share,85.09,%
placed_design,place.gp.congestion,0.7492,
synthesis,synth.yosys.chip_area,979.7,um^2
global_routing,track_usage,6.768,%
global_routing,largest_net_degree_at_the_start_of_global_routing,29,
run,count_of_warning_messages_emitted_by_the_tools,28,
placed_design,pre_cts_slack,0.3503,ns
pwr,share_seq_of_total_power,6.9,%
sta,fin_ws,0.3729,ns
worst_setup_path,startpoint_type,"primary input",
synthesis,synth_flops,1,
sta,timing.setup.tns,0,ns
floorplan,io_pins,207,
pwr,power_density,173.6,nW/um^2
sta,tightestPinTransition,0.2280,ns
cts,cts_resized,0,
run,drv.max_cap_violation_count,0,
placed_design,detailedPlacementHpwl,3.253,mm
drt,drt-initial-drc-count,13,
outcome,status,"finished, final reports clean",
final_layout,largest_reg_flops,1,
floorplan,die-area,9604,um^2
sta,layout_min_cycle_time,2.127,ns
pwr,share_clk_of_total_power,0,%
pwr,pwr-share-comb,93.1,%
drt,via_per_inst,3.549,
final_layout,layout_top_registers,"is_boot_q: 1 flops",
worst_setup_path,setup.worst_path.class,"primary input to primary output",
synthesis,yosys-stat-cells,92,
worst_setup_path,worstPathCellList,"clkdlybuf4s50_1 > mux2_4 > clkdlybuf4s50_1",
synthesis,synthesis.instances,92,
cts,post-cts-setup-buffers,0,
synthesis,synth.lib_cells_used.distinct,8,
drt,antenna_cells_inserted,0,
floorplan,fp.dieH,98,um
final_layout,post-route-cell-area,1647,um^2
sta,setup_viol_count_final,0,
drt,avgRoutedWirePerCell,16.89,um
worst_setup_path,max_stage_delay,0.43,ns
worst_setup_path,critical_path.endpoint_type,"primary output",
synthesis,ys_seq_share,2.554,%
floorplan,core,5921,um^2
pwr,p_leak,0.6776,nW
sta,slew_viol_final,0,
worst_setup_path,crit_path_frequent_cell,"sky130_fd_sc_hd__clkdlybuf4s50_1",
min_path,min_path_type,"primary input to asynchronous set/reset pin",
final_layout,layout.cells.non_filler,213,
global_routing,grt_overflow_total,0,
final_layout,final_core_util,27.81,%
worst_setup_path,critical-path-slowest-cell,"sky130_fd_sc_hd__clkdlybuf4s50_1",
synthesis,synth_warnings,1,
global_routing,first_global_vias,802,
cts,post_cts_hold_buffer_count,0,
sta,report.final.hold_viol_count,0,
sta,max_freq,0.4701,GHz
worst_setup_path,required_time_of_the_worst_setup_path,2.00,ns
drt,first_pass_iters,4,
final_layout,share_of_cells_above_drive_strength_1,24.64,%
pwr,p_sw_share,16.92,%
global_routing,grt_antenna_before_repair,0,
worst_setup_path,data_arrival_at_the_endpoint_of_the_critical_path,1.63,ns
worst_setup_path,crit_path_max_fanout,1,
sta,finalHoldWorstSlack,0.6618,ns
synthesis,cell_area_synth,979.7,um^2
pwr,finalPower,285.8,uW
placed_design,placedInstanceArea,1647,um^2
pwr,switching_power,48.36,uW
sta,timing.max_slew.rel_slack,84.80,%
floorplan,die_width,98,um
cts,worst_path_clk_slew,0,ns
power by group through the flow:
stage	combinational, mW	sequential, mW	clock, mW
global route	0.286	0.0203	0
CTS	0.272	0.0202	0
finish	0.266	0.0198	0
Yosys cell counts:
master                     n  share of area [%]
sky130_fd_sc_hd__buf_4    53                 41
sky130_fd_sc_hd__mux2_4   30                 46
sky130_fd_sc_hd__buf_12    3                6.1
sky130_fd_sc_hd__mux2_2    2                2.3
sky130_fd_sc_hd__and2_1    1               0.64
sky130_fd_sc_hd__buf_6     1                1.1
sky130_fd_sc_hd__dfrtp_1   1                2.6
sky130_fd_sc_hd__nor2b_1   1               0.64
kinds of logic after synthesis:
group / synth area share [%]
mux: 48.28
buf+inv: 47.89
simple gates: 1.278
flops: 2.554
how the worst max path moves through the flow:
stage,cells past startpoint,from,slack (ns),end
after CTS,3,rdata_ram[14],0.35,rdata_o[14]
after global routing,3,rdata_ram[14],0.32,rdata_o[14]
final,3,rdata_ram[14],0.37,rdata_o[14]
worst max-delay path, delay by kind of cell:
kind	cells	cell delay, ns
buffers and inverters	2	0.86
muxes	1	0.27
layout make-up:
type | count | area [um^2]
repair buffers | 103 | 1041
flip-flops and latches | 1 | 26.28
well taps | 75 | 93.84
multi-input cells | 34 | 485.5
fillers | 615 | 4274
metal layers:
metal / GRT usage [%] / vias up / share of wire [%]
li1: - / 345 / -
met2: 9.492 / 88 / 39
met3: 4.623 / 18 / 19
met5: 0 / - / 0
met1: 8.047 / 305 / 39
met4: 2.237 / 0 / 3.1
placed cells by master (no fill, tap or decap):
cell type	synthesis	final
sky130_fd_sc_hd__and2_1	1	1
sky130_fd_sc_hd__buf_12	3	1
sky130_fd_sc_hd__clkdlybuf4s50_1	0	102
sky130_fd_sc_hd__dfrtp_2	0	1
sky130_fd_sc_hd__mux2_2	2	2
sky130_fd_sc_hd__mux2_4	30	30
sky130_fd_sc_hd__nor2b_1	1	1
No activity file was given, so power comes from the tool's default toggle rates.
